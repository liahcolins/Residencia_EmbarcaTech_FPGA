**design.v**
```verilog
module comparador_4bits(
    input logic a0, a1, a2, a3,
    input logic b0, b1, b2, b3,
    output logic s1, s2, s3
);
    logic x1, x2, x3, x4;
    assign x1 = ~(a3 ^ b3);
    assign x2 = ~(a2 ^ b2);
    assign x3 = ~(a1 ^ b1);
    assign x4 = ~(a0 ^ b0);
    assign s1 = x1 & x2 & x3 & x4;
    logic y1, y2, y3, y4;
    assign y1 = a3 & ~b3;
    assign y2 = x1 & a2 & ~b2;
    assign y3 = x1 & x2 & a1 & ~b1;
    assign y4 = x1 & x2 & x3 & a0 & ~b0;
    assign s2 = y1 | y2 | y3 | y4;
    logic z1, z2, z3, z4;
    assign z1 = ~a3 & b3;
    assign z2 = x1 & ~a2 & b2;
    assign z3 = x1 & x2 & ~a1 & b1;
    assign z4 = x1 & x2 & x3 & ~a0 & b0;
    assign s3 = z1 | z2 | z3 | z4;
endmodule
```
**run.sh**
```bash
#!/bin/bash
# OpenROAD 26Q1-2900-gdf79404cd8, Yosys 0.63+post, stock flow scripts
make -C /OpenROAD-flow-scripts/flow DESIGN_CONFIG=/design/flow/config.mk WORK_HOME=/design/flow/orfs finish
```
**config.mk**
```make
export PLATFORM = sky130hd
export DESIGN_NAME = comparador_4bits
export DESIGN_NICKNAME = comparador_4bits
export VERILOG_FILES = /design/flow/design.v
export SDC_FILE = /design/flow/constraint.sdc
export NUM_CORES = 4
export LEC_CHECK = 1
export CORE_AREA = 10 10 70 70
export DIE_AREA = 0 0 80 80
```
**constraint.sdc**
```tcl
current_design comparador_4bits

set clk_period 1.7
set clk_io_pct 0.2

create_clock -name clk0 -period $clk_period

set non_clock_inputs [all_inputs -no_clocks]
set_input_delay [expr $clk_period * $clk_io_pct] -clock clk0 $non_clock_inputs
set_output_delay [expr $clk_period * $clk_io_pct] -clock clk0 [all_outputs]
```
==> results_dict.tcl <==
# flow metrics
set metrics [dict create \
    finalCriticalPeriod_ns 1.65 \
    grt_pass1_wl_um 814 \
    finalWirelength_um 588 \
    num_io_pins 11 \
    drive_gt1_share_pct 43.8 \
    yosys.area.top_type_share_pct 18.9 \
    power_density_mw_per_mm2 199 \
    netlist_instances 19 \
    slew_headroom_pct 85.5 \
    fp.dieW_um 80 \
    synth_area_um2 139 \
    required_ns 1.36 \
    final.setup.tns_ns 0 \
    grt_max_degree 6 \
    coreArea_mm2 0.00342 \
    yosys_warnings 0 \
    final-comb-area_um2 165 \
    holdPathStages 4 \
    holdPathEnd "s2" \
    power.switching_mw 0.0258 \
    grt.overflow.total 0 \
    regArea_um2 0 \
    area_growth_pct 142 \
    place_hpwl_um 486 \
    start_kind "input pin" \
    area_leaders "and3b_1 (19%), ha_1 (18%), nand2b_1 (18%)" \
    yosysMostFrequentCell "nand2b_1" \
    nFillCells 401 \
    wl_per_cell_um 7.54 \
    fmax_mhz 607 \
    viasPerCell 2.38 \
    crit_type "in2out" \
    die_h_um 80 \
    crit_arrival_ns 1.31 \
    status "finished clean" \
    rows 21 \
    drv_slew 0 \
    yosysSeqAreaShare_pct 0 \
    ys_chip_area_um2 139 \
    netlist_top_cells_count "nand2b_1 (4), and3b_1 (3)" \
    total_power_mw 0.0670 \
    min-delay-start "a0" \
    ys_cells 19 \
    gp_congestion 0.649 \
    synth_cell_types 9 \
    postRouteAntennaNets 0 \
    grt_setup_unrepaired "true" \
    firstDrtPassIters 1 \
    fp-utilization_pct 4.07 \
    critPathMaxFanout 5 \
    avgSynthCellArea_um2 7.31 \
    clockBufferCount 0 \
    end_kind "output pin" \
    p_int_mw 0.0412 \
    flop-count 0 \
    p_comb_share_pct 100.0 \
    grt_pass1_vias 175 \
    switching_share_pct 38.5 \
    num_vias 186 \
    antenna_found_initial 0 \
    ir_drop_v 0.0000249 \
    drc_errors 0 \
    period_used_pct 96.9 \
    setup_viol 0 \
    hold_class "in2out" \
    warnings 34 \
    pwr-share-clk_pct 0 \
    p_leak_nw 0.161 \
    power_frac_seq_pct 0 \
    synth_area_leader_cell "and3b_1" \
    drt_iter0_markers 0 \
    worst_slew_pin_slew_ns 0.216 \
    die_area_mm2 0.00640 \
    track_usage_pct 1.59 \
    io_buffers 11 \
    final_hold_viol_count 0 \
    drv_cap 0 \
    num_antenna_cells 0 \
]
==> critical path, stage by stage <==
cell      delay, ns
buf_8          0.10
inv_4          0.04
ha_4           0.20
and3b_1        0.16
a311oi_1       0.24
o21ai_1        0.10
buf_2          0.12
==> layer usage <==
| metal | up-vias | track usage [%] | share of wire, % |
|---|---|---|---|
| met1 | 82 | 1.78 | 42 |
| met2 | 7 | 2.41 | 41 |
| met3 | 0 | 1.36 | 17 |
| met4 | 0 | 0 | 0 |
| li1 | 97 | - | - |
| met5 | - | 0 | 0 |
==> how the worst max path moves through the flow <==
stage | slack, ns | depth (start not counted) | endpoint | from
6_report | 0.05 | 7 | s2 | a3
5_1_grt | -0.008 | 7 | s2 | a3
4_1_cts | 0.005 | 6 | s1 | a3
==> kinds of logic after synthesis <==
| kind of cell | count (synthesis) | share of synthesized area (%) |
|---|---|---|
| adders and majority gates | 2 | 18.0 |
| and+or+nand+nor | 10 | 50.5 |
| xor gates and xnor gates | 1 | 6.31 |
| buffers and inverters | 2 | 5.41 |
| AOI/OAI and AO/OA | 4 | 19.8 |
==> timing repair <==
item                                    4_1_cts  5_1_grt
gates resized                                21       15
pin swaps                                     4        4
endpoints found under the hold margin         0        0
endpoints found under the setup margin        3        3
buffers inserted                              2        0
hold buffers                                  0        0
==> metrics by stage <==
stage | std cells | setup slack [ns] | cell area, µm² | utilization, % | hold slack [ns]
floorplan | 19 | 0.219 | 139 | - | 0.782
global placement | 77 | -0.755 | 314 | 9.19 | 1.67
detailed placement | 77 | -0.766 | 314 | 9.19 | 1.67
CTS | 78 | 0.00454 | 322 | 9.41 | 1.11
global route | 78 | -0.00759 | 337 | 9.85 | 1.11
finish | 78 | 0.0533 | 337 | 9.85 | 1.07
==> power by group through the flow <==
| stage | sequential, mW | combinational (mW) | clock, mW |
|---|---|---|---|
| CTS | 0 | 0.0601 | 0 |
| global route | 0 | 0.0753 | 0 |
| finish | 0 | 0.0670 | 0 |
==> placed cells by master, fill, tap and decap left out <==
cell type        count
nand4_1              1
o21ai_1              2
buf_4                2
buf_8                1
dlymetal6s2s_1       2
clkbuf_2             3
ha_1                 1
inv_1                1
inv_4                1
nand2b_1             2
dlygate4sd2_1        1
and3b_1              3
a311oi_2             1
nor2b_1              2
buf_2                3
ha_4                 1
xnor2_1              1
clkdlybuf4s15_1      1
a311oi_1             1
nand2b_4             2
==> layout make-up <==
type / instances / area share, %
Timing Repair Buffer: 13 / 30.9
Multi-Input combinational cell: 17 / 49.1
Tap cell: 46 / 17.1
Inverter: 2 / 2.97
No activity file was given, so power comes from the tool's default toggle rates.
