$ cat flow/run.sh
#!/bin/bash
# OpenROAD 26Q1-2900-gdf79404cd8, Yosys 0.63+post, stock flow scripts
make -C /OpenROAD-flow-scripts/flow DESIGN_CONFIG=/design/flow/config.mk WORK_HOME=/design/flow/orfs finish
$ cat flow/config.mk
export PLATFORM = sky130hd
export DESIGN_NAME = comparador4
export DESIGN_NICKNAME = comparador4
export VERILOG_FILES = /design/flow/design.v
export SDC_FILE = /design/flow/constraint.sdc
export NUM_CORES = 4
export LEC_CHECK = 1
export CORE_AREA = 10 10 70 70
export DIE_AREA = 0 0 80 80
$ cat flow/constraint.sdc
current_design comparador4

set clk_period 2.1
set clk_io_pct 0.2

create_clock -name clk0 -period $clk_period

set non_clock_inputs [all_inputs -no_clocks]
set_input_delay [expr $clk_period * $clk_io_pct] -clock clk0 $non_clock_inputs
set_output_delay [expr $clk_period * $clk_io_pct] -clock clk0 [all_outputs]
$ cat flow/design.v
module comparador4 (
    input  [3:0] A,
    input  [3:0] B,
    output AmaiorB,
    output AmenorB,
    output AigualB
);
    assign AmaiorB = (A > B) ? 1'b1 : 1'b0;
    assign AmenorB = (A < B) ? 1'b1 : 1'b0;
    assign AigualB = (A == B) ? 1'b1 : 1'b0;
endmodule
==> flow_metrics.env <==
# implementation run metrics
export IMPL_logic_family="adder cells"
export IMPL_fin_crit_ps=2010
export IMPL_n_clock_buffer=0
export IMPL_crit_path_top_delay_cell="clkdlybuf4s50_1"
export IMPL_compound_area_frac=0.252
export IMPL_ys_sh_xor=0
export IMPL_dpl_cell_count=73
export IMPL_grt_max_degree=3
export IMPL_cp_arrival_ps=1590
export IMPL_syn_inst=16
export IMPL_ys_cells=16
export IMPL_power_density_nw_per_um2=193
export IMPL_avgSynthCellArea_um2=8.05
export IMPL_grt_usage=0.0159
export IMPL_path_cells="clkdlybuf4s50_1 -> inv_1 -> ha_4 -> nor2b_4 -> o21bai_4 -> buf_6 -> a21oi_4 -> buf_2"
export IMPL_antenna_left=0
export IMPL_ir_drop_mv=0.0280
export IMPL_ys_sh_mux=0
export IMPL_first_iter_violations=0
export IMPL_fin_cells=76
export IMPL_cts_hold_buf=0
export IMPL_diodes=0
export IMPL_die_area_um2=6400
export IMPL_fp_row_count=21
export IMPL_worst_pin_slew_ps=193
export IMPL_drc=0
export IMPL_period_used=0.958
export IMPL_dr_pass1_iters=1
export IMPL_ff_count=0
export IMPL_tool_warnings=32
export IMPL_place_gp_congestion=0.597
export IMPL_worstHoldPathType="input port to output port"
export IMPL_fp_util=0.0377
export IMPL_synthDistinctLibCells=9
export IMPL_worstPathMaxFanout=2
export IMPL_drv_slew=0
export IMPL_ys_warn_count=0
export IMPL_whs_path_depth=5
export IMPL_drive_gt1_frac=0.433
export IMPL_finalHoldViolations=0
export IMPL_leakagePower_nw=0.150
export IMPL_grt_pass1_vias=179
export IMPL_top_area_cell="ha_1"
export IMPL_grt_antenna_before_repair=0
export IMPL_status="completed"
export IMPL_finish_utilization=0.105
export IMPL_synthesis_area_um2=129
export IMPL_setup_tns_ps=0
export IMPL_ys_sh_simple=0.243
export IMPL_die_h_um=80
export IMPL_num_vias=161
export IMPL_synthTopCellsByCount="ha_1 (4), inv_1 (4), nand2_1 (2)"
export IMPL_post_place_ws_ps=-411
export IMPL_core_area_um2=3420
export IMPL_yosysSeqAreaShare=0
export IMPL_adder_share=0.388
export IMPL_min_delay_start="A[3]"
export IMPL_yosys_area_um2=129
export IMPL_overflow=0
export IMPL_cpPeakStageDelay_ps=450
export IMPL_wire_per_inst_um=7.05
export IMPL_path_class="input port to output port"
export IMPL_timing_slew_headroom=0.871
export IMPL_rsz0062_at_grt="false"
export IMPL_worst_path_stages=8
export IMPL_synth_area_top_cells="ha_1 (39%), o21bai_4 (15%), inv_1 (12%)"
export IMPL_fin_ws_ps=89.1
export IMPL_cpLargestDelayFamily="buffers and inverters"
export IMPL_hpwlAfterDp_um=457
export IMPL_io_buffer_count=11
export IMPL_final_seq_area_um2=0
export IMPL_end_kind="output port"
export IMPL_worst_hold_slack_ps=1490
export IMPL_grt_first_pass_wirelength_um=855
export IMPL_critPathRequiredTime_ps=1680
export IMPL_critPathLaunchType="input port"
export IMPL_finalSetupViolCount=0
export IMPL_via_per_inst=2.12
export IMPL_finalWirelength_um=536
export IMPL_max_cap_violations=0
export IMPL_min_to="AmaiorB"
export IMPL_fmax_ghz=0.497
export IMPL_areaGrowthSynthToFinish_pct=179
export IMPL_pin_count=11
export IMPL_die_x_um=80
export IMPL_top_area_frac=0.388
export IMPL_crit_buf_inv=4
## cell usage in the layout, fill, tap and decap left out, types with 2 or more instances in the layout
cell type,instances
dlygate4sd2_1,7
inv_1,3
ha_1,2
ha_4,2
clkdlybuf4s50_1,2
buf_6,2
## per-layer routing
layer,global-route usage,part of all wire,up-vias
met4,0,0,0
li1,-,-,80
met3,0.0102,0.20,0
met1,0.0171,0.37,74
met5,0,0,-
met2,0.0273,0.42,7
## what timing repair did
action                                  4_1_cts  5_1_grt
endpoints found under the hold margin         0        0
endpoints found under the setup margin        3        2
gates resized                                19        4
setup buffers                                 3        0
pin swaps                                     7        4
## worst max-delay path by stage
stage	endpoint	slack (ps)	from
global route	AmaiorB	10	A[0]
finish	AmaiorB	90	A[0]
CTS	AmaiorB	2	A[0]
## report_power, final
part | total, mW | switching [mW] | internal (mW)
Sequential | 0 | 0 | 0
Clock | 0 | 0 | 0
Combinational | 0.0695 | 0.0261 | 0.0434
## logic make-up after synthesis
logic type | count (synthesis)
fa+ha+maj | 4
compound gates | 3
simple gates | 5
buf+inv | 4
## metrics by stage
step | power [mW] | cell area [µm²]
final | 0.0695 | 359
after global routing | 0.0766 | 359
after CTS | 0.0639 | 338
after detailed placement | 0.0557 | 297
after global placement | 0.0554 | 297
after floorplan | 0.0241 | 129
## area by class of cell
type | instances | area, µm²
Fill cell | 393 | 3060
Multi-Input combinational cell | 12 | 160
Timing Repair Buffer | 14 | 126
Tap cell | 46 | 57.6
Inverter | 4 | 15.0
No activity file was given, so power comes from the tool's default toggle rates.
